==> /design/flow/design.v <==
module alu_1(input  A,
             input  B,
             input  Cin,
             output Cout,
             output Sum,
             output P,
             output G,
             output AND,
             output OR,
             output XOR,
             output NOR);
    or  A_or_B (a_or_b,    A, B);  
    not A_nor_B(a_nor_b, a_or_b);  
    and A_and_B(a_and_b,   A, B);  
    not   A_not(a_not,        A);
    and    Less(less, a_not,  B);  
    buf (AND,  a_and_b);
    buf (OR,   a_or_b );
    buf (XOR,  a_xor_b);
    buf (NOR,  a_nor_b);
    not not_A_and_B(not_a_and_b, a_and_b);  
    and A_xor_B(a_xor_b, not_a_and_b, a_or_b);  
    xor Sum_a_b_c(Sum, a_xor_b, Cin);  
    buf (P, a_or_b);   
    buf (G, a_and_b);  
    and(P_and_Cin, P, Cin);
    or(Cout, G, P_and_Cin);  
endmodule
module cla_16 (input [15:0] A,
               input [15:0] B,
               input Cin,
               output Cout,
               output [15:0] Sum,
               output P,
               output G,
               output [15:0] AND,
               output [15:0] OR,
               output [15:0] XOR,
               output [15:0] NOR);
    wire P_0, G_0;
    wire P_1, G_1;
    wire P_2, G_2;
    wire P_3, G_3;
    cla_4 cla_4_0(A[3:0],   B[3:0],      Cin, Sum[ 3: 0], P_0, G_0, AND[3:0],   OR[3:0],   XOR[3:0],   NOR[3:0]);
    cla_4 cla_4_1(A[7:4],   B[7:4],   cout_0, Sum[ 7: 4], P_1, G_1, AND[7:4],   OR[7:4],   XOR[7:4],   NOR[7:4]);
    cla_4 cla_4_2(A[11:8],  B[11:8],  cout_1, Sum[11: 8], P_2, G_2, AND[11:8],  OR[11:8],  XOR[11:8],  NOR[11:8]);
    cla_4 cla_4_3(A[15:12], B[15:12], cout_2, Sum[15:12], P_3, G_3, AND[15:12], OR[15:12], XOR[15:12], NOR[15:12]);
    and P_out(P, P_0, P_1, P_2, P_3);  
    and g_and_0(p3_p2_p1_g0, P_3, P_2, P_1, G_0);
    and g_and_1(p3_g2_g1, P_3, P_2, G_1);
    and g_and_2(p3_g2, P_3, G_2);
    or G_out(G, G_3, p3_g2, p3_g2_g1, p3_p2_p1_g0);
    and P_and_Cin(p0_and_cin, P_0, Cin);
    or Cout_0(cout_0, G_0, p0_and_cin);  
    and P_and_C_0(p1_and_c0, P_1, cout_0);
    or Cout_1(cout_1, G_1, p1_and_c0);  
    and P_and_C_1(p2_and_c1, P_2, cout_1);
    or Cout_2(cout_2, G_2, p2_and_c1);  
endmodule
module cla_32 (input [31:0] A,
               input [31:0] B,
               input  Cin,
               output Cout,
               output [31:0] Sum,
               output [31:0] AND,
               output [31:0] OR,
               output [31:0] XOR,
               output [31:0] NOR);
    wire P_0, G_0;
    wire P_1, G_1;
    cla_16 cla_16_0(A[15:0],   B[15:0],     Cin,  , Sum[15:0],  P_0, G_0, AND[ 15:0],  OR[15:0],  XOR[15:0],  NOR[15:0]);
    cla_16 cla_16_1(A[31:16],  B[31:16], cout_0,  , Sum[31:16], P_1, G_1, AND[31:16], OR[31:16], XOR[31:16], NOR[31:16]);
    and P_and_Cin(p0_and_cin, P_0, Cin);
    or Cout_0(cout_0, G_0, p0_and_cin);  
    and P_and_C_0(p1_and_c0, P_1, cout_0);
    or Cout_1(Cout, G_1, p1_and_c0);  
endmodule
module cla_4 (input [3:0] A,
              input [3:0] B,
              input Cin,
              output [3:0] Sum,
              output P,
              output G,
              output [3:0] AND,
              output [3:0] OR,
              output [3:0] XOR,
              output [3:0] NOR);
	wire [3:0] p, g;
    alu_1 alu_1_0(A[0], B[0], Cin,      , Sum[0], p[0], g[0], AND[0], OR[0], XOR[0], NOR[0]);
    alu_1 alu_1_1(A[1], B[1], cout_0,   , Sum[1], p[1], g[1], AND[1], OR[1], XOR[1], NOR[1]);
    alu_1 alu_1_2(A[2], B[2], cout_1,   , Sum[2], p[2], g[2], AND[2], OR[2], XOR[2], NOR[2]);
    alu_1 alu_1_3(A[3], B[3], cout_2,   , Sum[3], p[3], g[3], AND[3], OR[3], XOR[3], NOR[3]);
    and P_out(P, p[0], p[1], p[2], p[3]);  
    and g_and_0(p3_p2_p1_g0, p[3], p[2], p[1], g[0]);
    and g_and_1(p3_g2_g1, p[3], p[2], g[1]);
    and g_and_2(p3_g2, p[3], g[2]);
    or G_out(G, g[3], p3_g2, p3_g2_g1, p3_p2_p1_g0);
    and P_and_Cin(p0_and_cin, p[0], Cin);
    or Cout_0(cout_0, g[0], p0_and_cin);  
    and P_and_C_0(p1_and_c0, p[1], cout_0);
    or Cout_1(cout_1, g[1], p1_and_c0);  
    and P_and_C_1(p2_and_c1, p[2], cout_1);
    or Cout_2(cout_2, g[2], p2_and_c1);  
endmodule
module mod_dp(input  [31:0] A,
              input  [31:0] B,
              output [31:0] SubResult,
              output reg Done);
    cla_32 subtractor(A, B ^ 'hFFFFFFFF, 1'b1,  , SubResult, , , , );
    always @(*) begin
        Done = 0;
        if (SubResult < B) begin
            Done = 1;
        end
    end
endmodule
==> /design/flow/run.sh <==
#!/bin/bash
# OpenROAD 26Q1-2900-gdf79404cd8, Yosys 0.63+post, stock flow scripts
make -C /OpenROAD-flow-scripts/flow DESIGN_CONFIG=/design/flow/config.mk WORK_HOME=/design/flow/orfs finish
==> /design/flow/config.mk <==
export PLATFORM = sky130hd
export DESIGN_NAME = mod_dp
export DESIGN_NICKNAME = mod_dp
export VERILOG_FILES = /design/flow/design.v
export SDC_FILE = /design/flow/constraint.sdc
export NUM_CORES = 4
export LEC_CHECK = 1
export CORE_UTILIZATION = 40
==> /design/flow/constraint.sdc <==
current_design mod_dp

set clk_period 14.3
set clk_io_pct 0.2

create_clock -name clk0 -period $clk_period

set non_clock_inputs [all_inputs -no_clocks]
set_input_delay [expr $clk_period * $clk_io_pct] -clock clk0 $non_clock_inputs
set_output_delay [expr $clk_period * $clk_io_pct] -clock clk0 [all_outputs]
==> run summary <==
Leak pwr: 0.001778 uW
Crit path DAT: 8.05 ns
Worst-Margin Slew: 0.4810 ns
Minimum clock period: 10.91 ns
Final instance area: 0.003505 mm2
Seq. cell area: 0 um2
Die Width: 83.82 um
Hold_sp: A[31]
Via-per-instance ratio: 4.532
Max-cap violations: 0
M3 GR Usage: 1.205%
Setup_tns: 0 ns
Synth Seq Share: 0%
Flip-flops: 0
Largest net degree at the start of global routing: 4
# Cells Yosys: 315
Post-CTS Hold Buffers: 0
Total gr overflow: 0
Most frequent cells in the layout: clkdlybuf4s50_1 (97), ha_1 (88), inv_1 (75)
Avg WL per Cell: 10.98 um
GRT Max-Usage Layer: met2
I/O Buffers: 97
First-pass GRT wire length: 8735 um
Row Count: 29
Critical path type: input port to output port
Met2 usage: 25.11%
Post-cts sizing count: 0
Slew HR: 67.87%
Init Core Util: 41.69%
Crit path from: B[1]
Ant. Diodes: 0
Routed wire length: 5018 um
CP max stage delay: 0.49 ns
Yosys stat area: 0.002678 mm2
Power Dens Cells: 43.52 mW/mm2
RSZ-0062 raised after global routing: false
Total Routing Usage GR: 15.33%
CP most frequent cell: fa_1
Max FO, Critical Path: 3
Worst path cell trace: clkdlybuf4s50_1 -> inv_1 -> ha_1 -> nor3_1 -> a2bb2oi_1 -> a221o_1 -> a2111oi_2 -> o21ai_1 -> fa_1 -> fa_1 -> fa_1 -> xor2_1 -> xnor2_1 -> ha_1 -> nand2_1 -> nor3_1 -> a21boi_0 -> a2111oi_0 -> o21a_1 -> clkdlybuf4s50_1
Total tool warning count: 81
Layout cells sized above 1: 1.316%
Die ar.: 0.007025 mm2
Vias in the first global route: 2037
Post-DRT Antenna Nets: 0
Final setup fails: 0
Post-Syn Area: 0.002678 mm2
RePlAce Congestion: 0.8474
DR pass1 iterations: 20
Max Slew Vio Count: 0
Yosys warning total: 30
Fillers: 581
IO Pins: 97
# Post-CTS Setup Buffers: 0
CORE AREA: 0.006422 mm2
Peak supply drop: 0.01822 mV
Placed cell area: 0.003505 mm2
Area grow syn2layout: 30.89%
Final hold vios: 0
Combinational gate area: 0.002152 mm2
Top cell excl fill/tap: clkdlybuf4s50_1
HPWL Detailed: 4832 um
Remaining DRCs: 0
Min-Delay Path Class: input port to output port
Syn Inst Count: 315
Startpoint Class: input port
Fmax: 91.68 MHz
Outcome: finished clean
Highest-delay cell along the critical path: a2111oi_2
# clk buffers: 0
Initial antenna violation count: 0
Starting DRC count in detailed routing: 50
Die height: 83.82 um
Setup crit end kind: output port
GR Layer Usage met1: 24.14%
DR vias: 2071
Syn Area/Cell: 8.500 um2
Crit path required time: 11.44 ns
Cell Type Count: 34
Final worst-path cycle share: 76.27%
## metal layers
| metal | vias to the layer above | routed length [um] |
|---|---|---|
| li1 | 1112 | - |
| met1 | 903 | 2579 |
| met2 | 56 | 2149 |
| met3 | 0 | 290 |
| met4 | 0 | 0 |
| met5 | - | 0 |
## worst paths after layout
kind / depth (start not counted) / slack (ns) / end
worst max-delay path: 20 / 3.39 / Done
worst min-delay path: 3 / 6.69 / SubResult[31]
## power by group
group	internal (uW)	switching (uW)
Combinational	90.1	62.5
Clock	0	0
Sequential	0	0
## logic make-up (layout without fill, tap and decap cells)
group / Yosys count / count (layout) / synth area share (%)
adder cells (fa/ha/maj): 111 / 111 / 58.32
AND-OR/OR-AND: 55 / 55 / 13.04
XOR/XNOR: 9 / 9 / 2.944
AND/OR/NAND/NOR: 32 / 32 / 6.075
buffers and inverters: 108 / 173 / 19.63
## metrics by stage
stage | instances | setup WS [ns] | hold WS [ns] | total power [uW] | utilization, %
finish | 457 | 3.393 | 6.686 | 152.5 | 54.57
global route | 457 | 2.970 | 6.719 | 174.9 | 54.57
CTS | 457 | 3.340 | 6.697 | 155.5 | 54.57
detailed placement | 457 | 3.351 | 6.701 | 154.4 | 54.57
global placement | 457 | 3.393 | 6.688 | 154.1 | 54.57
floorplan | 315 | 4.756 | 5.900 | 98.18 | -
## layout make-up
cell class                      instances  share of cell area (%)
Inverter                               76                   8.140
Tap cell                               77                   2.749
Multi-Input combinational cell        207                   61.41
Timing Repair Buffer                   97                   27.70
## cell usage after synthesis (all sizes together)
library cell,number,share of area (%)
or4,2,0.65
or3,2,0.47
buf,32,9.0
o21bai,4,1.1
o221a,1,0.42
ha,88,41
o21a,1,0.28
a2bb2oi,1,0.33
fa,23,17
o21ai,8,1.5
or2,1,0.23
xor2,8,2.6
o31ai,3,1.0
clkinv,1,0.14
nand3,4,0.75
a221o,1,0.37
a21boi,2,0.56
nor3,4,0.75
o211ai,3,0.84
a2111oi,2,0.89
nand2b,1,0.23
nand2,7,0.98
a21o,1,0.28
nor2,6,0.84
inv,75,11
o41ai,1,0.33
nand4,2,0.47
xnor2,1,0.33
a31oi,1,0.23
a21oi,26,4.9
nor4,3,0.70
## worst max-delay path: cells and delay by family
family | cells | cell delay [ns]
AOI/OAI and AO/OA | 7 | 1.86
adders and majority gates | 5 | 1.65
buffers and inverters | 3 | 1.02
xor gates and xnor gates | 2 | 0.34
and+or+nand+nor | 3 | 0.33
No activity file was given, so power comes from the tool's default toggle rates.
