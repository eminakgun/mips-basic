--- design/flow/run.sh ---
#!/bin/bash
# OpenROAD 26Q1-2900-gdf79404cd8, Yosys 0.63+post, stock flow scripts
make -C /OpenROAD-flow-scripts/flow DESIGN_CONFIG=/design/flow/config.mk WORK_HOME=/design/flow/orfs finish
--- design/flow/config.mk ---
export PLATFORM = sky130hd
export DESIGN_NAME = mux_2_1_32
export DESIGN_NICKNAME = mux_2_1_32
export VERILOG_FILES = /design/flow/design.v
export SDC_FILE = /design/flow/constraint.sdc
export NUM_CORES = 4
export LEC_CHECK = 1
export CORE_AREA = 10 10 70 70
export DIE_AREA = 0 0 80 80
--- design/flow/constraint.sdc ---
current_design mux_2_1_32

set clk_period 1.0
set clk_io_pct 0.2

create_clock -name clk0 -period $clk_period

set non_clock_inputs [all_inputs -no_clocks]
set_input_delay [expr $clk_period * $clk_io_pct] -clock clk0 $non_clock_inputs
set_output_delay [expr $clk_period * $clk_io_pct] -clock clk0 [all_outputs]
--- design/flow/design.v ---
module mux_2_1 (input in_1, input in_2, input Select, output MuxOut);
    not (S_n, Select);
    and(and_0, in_1, S_n);
    and(and_1, in_2, Select);
    or or_2(MuxOut, and_0, and_1);
endmodule
module mux_2_1_32(input [31:0] in_1, input [31:0] in_2, input Select, output [31:0] MuxOut);
    mux_2_1 mux_2_1__0(in_1[0], in_2[0], Select, MuxOut[0]);
    mux_2_1 mux_2_1__1(in_1[1], in_2[1], Select, MuxOut[1]);
    mux_2_1 mux_2_1__2(in_1[2], in_2[2], Select, MuxOut[2]);
    mux_2_1 mux_2_1__3(in_1[3], in_2[3], Select, MuxOut[3]);
    mux_2_1 mux_2_1__4(in_1[4], in_2[4], Select, MuxOut[4]);
    mux_2_1 mux_2_1__5(in_1[5], in_2[5], Select, MuxOut[5]);
    mux_2_1 mux_2_1__6(in_1[6], in_2[6], Select, MuxOut[6]);
    mux_2_1 mux_2_1__7(in_1[7], in_2[7], Select, MuxOut[7]);
    mux_2_1 mux_2_1__8(in_1[8], in_2[8], Select, MuxOut[8]);
    mux_2_1 mux_2_1__9(in_1[9], in_2[9], Select, MuxOut[9]);
    mux_2_1 mux_2_1_1_10(in_1[10], in_2[10], Select, MuxOut[10]);
    mux_2_1 mux_2_1_1_11(in_1[11], in_2[11], Select, MuxOut[11]);
    mux_2_1 mux_2_1_1_12(in_1[12], in_2[12], Select, MuxOut[12]);
    mux_2_1 mux_2_1_1_13(in_1[13], in_2[13], Select, MuxOut[13]);
    mux_2_1 mux_2_1_1_14(in_1[14], in_2[14], Select, MuxOut[14]);
    mux_2_1 mux_2_1_1_15(in_1[15], in_2[15], Select, MuxOut[15]);
    mux_2_1 mux_2_1_1_16(in_1[16], in_2[16], Select, MuxOut[16]);
    mux_2_1 mux_2_1_1_17(in_1[17], in_2[17], Select, MuxOut[17]);
    mux_2_1 mux_2_1_1_18(in_1[18], in_2[18], Select, MuxOut[18]);
    mux_2_1 mux_2_1_1_19(in_1[19], in_2[19], Select, MuxOut[19]);
    mux_2_1 mux_2_1_2_20(in_1[20], in_2[20], Select, MuxOut[20]);
    mux_2_1 mux_2_1_2_21(in_1[21], in_2[21], Select, MuxOut[21]);
    mux_2_1 mux_2_1_2_22(in_1[22], in_2[22], Select, MuxOut[22]);
    mux_2_1 mux_2_1_2_23(in_1[23], in_2[23], Select, MuxOut[23]);
    mux_2_1 mux_2_1_2_24(in_1[24], in_2[24], Select, MuxOut[24]);
    mux_2_1 mux_2_1_2_25(in_1[25], in_2[25], Select, MuxOut[25]);
    mux_2_1 mux_2_1_2_26(in_1[26], in_2[26], Select, MuxOut[26]);
    mux_2_1 mux_2_1_2_27(in_1[27], in_2[27], Select, MuxOut[27]);
    mux_2_1 mux_2_1_2_28(in_1[28], in_2[28], Select, MuxOut[28]);
    mux_2_1 mux_2_1_2_29(in_1[29], in_2[29], Select, MuxOut[29]);
    mux_2_1 mux_2_1_3_30(in_1[30], in_2[30], Select, MuxOut[30]);
    mux_2_1 mux_2_1_3_31(in_1[31], in_2[31], Select, MuxOut[31]);
endmodule
==> metrics.csv <==
metric;value;unit
largest net degree at the start of global routing;9;
Antenna diodes;0;
failing checks;setup timing;
hold_sp;in_2[9];
hold buffers post-CTS;0;
number of cells in Yosys stat;68;
Flops;0;
antenna violations before repair;0;
Slew @ Worst Pin;0.0716;ns
IO Port Bufs;97;
FP Util;23.0;%
# IOs;97;
Synth Cell Area;785;sq um
Top cells excl fill/tap;dlygate4sd2_1 (46), mux2_4 (31), buf_6 (20);
total number of vias;691;
Slew Viols, Final;0;
Worst Setup SP;Select;
maxcap violations;0;
most used logic cell in the final layout;dlygate4sd2_1;
WL/cell;15.5;um
drt via density;3.78;
Tightest Hold Check Type;in2out;
first-pass GRT wire length;4110;um
Synth cell types;5;
sequential area share after synthesis;0;%
total global-route track usage;7.78;%
status;complete, but fails checks;
Die X;80;um
Finished Core Util;47.4;%
DRC viols;0;
antenna-violating nets left;0;
vias in the first global route;762;
final setup fails;32;
CP Launch Type;input pin;
setup TNS;-4.77;ns
layout cells sized above 1;53.3;%
die height;80;um
CP endpoint kind;output port;
Worst Setup Path Type;in2out;
clock buf count;0;
Max transition margin;95.2;%
grt ovf;0;
unrepaired setup endpoints after global routing;true;
placer congestion estimate;0.779;
Tot Pwr;644;uW
core area;3420;sq um
final worst path period need;1.19;ns
fillcell total;333;
yosys synthesis chip area;785;sq um
crit path max fanout;6;
Max Clk Rate;0.844;GHz
DRT Wirelength;2830;um
YS warnings;3;
Peak VDD IR;0.139;mV
final hold vios;0;
Area Overhead vs Synth;106;%
Worst Path Arrival;0.99;ns
Post-DP HPWL;2490;um
period utilisation layout;119;%
leakage power;0.879;nW
OpenROAD warning count;35;
crit path DRT;0.80;ns
DRT iter0 DRCs;1;
cell count after synthesis;68;
DR pass1 iterations;2;
syn avg cell area;11.5;sq um
row count;21;
register area;0;sq um
die area;6400;sq um
fin worst setup slack;-0.185;ns
power density cells;398;nW/um^2
[cell usage after synthesis]
cell type | n | area share [%]
mux2_2 | 2 | 2.9
buf_12 | 3 | 7.7
buf_4 | 32 | 31
mux2_4 | 30 | 57
buf_6 | 1 | 1.4
[through the flow]
| stage | setup WS (ns) | hold slack [ns] | instances | area (sq um) |
|---|---|---|---|---|
| detailed placement | -0.511 | 1.32 | 177 | 1540 |
| finish | -0.185 | 0.691 | 183 | 1620 |
| floorplan | -0.0482 | 0.591 | 68 | 906 |
| global placement | -0.508 | 1.33 | 177 | 1540 |
| global route | -0.201 | 0.711 | 183 | 1620 |
| CTS | -0.189 | 0.798 | 182 | 1550 |
[worst max-delay path, stage by stage]
cell    delay (ns)
buf_12        0.11
buf_12        0.13
buf_16        0.13
mux2_4        0.30
buf_6         0.11
[timing repair]
action,4_1_cts,5_1_grt
endpoints found under the setup margin,32,32
resized,164,12
setup buffers,2,1
cloned,3,0
[layout make-up]
type	count	area (sq um)	share of cell area [%]
multi-input combinational	32	477	29.5
tap	46	57.6	3.56
timing repair buffer	105	1080	67.0
[layer usage]
layer	vias to the layer above	wire (um)	global-route usage [%]
met5	-	0	0
li1	342	-	-
met4	0	0	0
met2	42	1490	14.6
met3	0	238	2.61
met1	307	1100	8.70
[logic make-up after synthesis]
family	after synthesis	synth area share [%]
buf+inv	36	39.7
mux	32	60.3
[path summary, 6_finish.rpt]
path | endpoint | slack [ns] | depth (start not counted)
min | MuxOut[9] | 0.69 | 3
max | MuxOut[15] | -0.19 | 5
[power by group]
group          internal [mW]  total (mW)  switching, mW
Clock                      0           0              0
Sequential                 0           0              0
Combinational          0.506       0.644          0.139
Total                  0.506       0.644          0.139
No activity file was given, so power comes from the tool's default toggle rates.
